==> /design/flow/design.v <==
module and_0(
  input wire a,
  input wire b,
  output wire out
);
  wire out0;
  nand(out0, a, b);
  not_0 n0(out0, out);
endmodule
module not_0(
  input wire in,
  output wire out
);
  nand(out, in, in);
endmodule
module or_0(
  input wire a,
  input wire b,
  output wire out
);
  wire a0;
  wire b0;
  not_0 n0(a, a0);
  not_0 n1(b, b0);
  wire out0;
  and_0 and0(a0, b0, out0);
  not_0 nout(out0, out);
endmodule
module or_16(
  input wire [15:0] a,
  input wire [15:0] b,
  output wire [15:0] out
);
  or_0 a0(a[0], b[0], out[0]);
  or_0 a1(a[1], b[1], out[1]);
  or_0 a2(a[2], b[2], out[2]);
  or_0 a3(a[3], b[3], out[3]);
  or_0 a4(a[4], b[4], out[4]);
  or_0 a5(a[5], b[5], out[5]);
  or_0 a6(a[6], b[6], out[6]);
  or_0 a7(a[7], b[7], out[7]);
  or_0 a8(a[8], b[8], out[8]);
  or_0 a9(a[9], b[9], out[9]);
  or_0 a10(a[10], b[10], out[10]);
  or_0 a11(a[11], b[11], out[11]);
  or_0 a12(a[12], b[12], out[12]);
  or_0 a13(a[13], b[13], out[13]);
  or_0 a14(a[14], b[14], out[14]);
  or_0 a15(a[15], b[15], out[15]);
endmodule
==> /design/flow/run.sh <==
#!/bin/bash
# OpenROAD 26Q1-2900-gdf79404cd8, Yosys 0.63+post, stock flow scripts
make -C /OpenROAD-flow-scripts/flow DESIGN_CONFIG=/design/flow/config.mk WORK_HOME=/design/flow/orfs finish
==> /design/flow/config.mk <==
export PLATFORM = sky130hd
export DESIGN_NAME = or_16
export DESIGN_NICKNAME = or_16
export VERILOG_FILES = /design/flow/design.v
export SDC_FILE = /design/flow/constraint.sdc
export NUM_CORES = 4
export LEC_CHECK = 1
export CORE_AREA = 10 10 70 70
export DIE_AREA = 0 0 80 80
==> /design/flow/constraint.sdc <==
current_design or_16

set clk_period 1.0
set clk_io_pct 0.2

create_clock -name clk0 -period $clk_period

set non_clock_inputs [all_inputs -no_clocks]
set_input_delay [expr $clk_period * $clk_io_pct] -clock clk0 $non_clock_inputs
set_output_delay [expr $clk_period * $clk_io_pct] -clock clk0 [all_outputs]
==> flow_metrics.env <==
# physical design summary
export IMPL_run_status="complete, no violations"
export IMPL_grt_ovfl_total=0
export IMPL_hold_buffers=0
export IMPL_fmax_ghz=1.04
export IMPL_ys_seq_share_pct=0
export IMPL_clkbuf_count=0
export IMPL_synthCells=32
export IMPL_core_mm2=0.00342
export IMPL_synth_stat_cells=32
export IMPL_ys_types=2
export IMPL_leakage_nw=0.248
export IMPL_fp_dieH_um=80
export IMPL_dr_pass1_iters=1
export IMPL_antenna_found_initial=0
export IMPL_cp_required_ns=0.80
export IMPL_boundaryPins=48
export IMPL_top_area_cell="buf_4"
export IMPL_worstSetupStartpointType="primary input"
export IMPL_fp_util_pct=6.45
export IMPL_setup_violations=0
export IMPL_layout_area_seq_um2=0
export IMPL_top_logic_kind="buffers and inverters"
export IMPL_numPortBuffers=48
export IMPL_top_area_share_pct=54.5
export IMPL_placed_cell_area_um2=638
export IMPL_max_slew_margin_pct=96.4
export IMPL_diodes=0
export IMPL_crit_arrival_ns=0.77
export IMPL_yosys_area_share_xor_xnor_pct=0
export IMPL_ys_sh_adder_pct=0
export IMPL_grt_usage_pct=2.70
export IMPL_grt_start_max_net_pins=2
export IMPL_syn_area_um2=220
export IMPL_drt_total_wl_um=996
export IMPL_peakVddDrop_uv=46.7
export IMPL_path_class="in -> out"
export IMPL_ys_sh_simple_pct=45.5
export IMPL_drive_gt1_share_pct=25.0
export IMPL_drv_cap=0
export IMPL_via_count=280
export IMPL_chip_area_mm2=0.00640
export IMPL_n_sequential_cell=0
export IMPL_num_fill_cells=417
export IMPL_synth_chip_area_um2=220
export IMPL_area_leaders="buf_4 (55%), or2_1 (45%)"
export IMPL_final_area_um2=518
export IMPL_num_rows=21
export IMPL_syn_area_per_cell_um2=6.88
export IMPL_power_density_mw_per_mm2=233
export IMPL_synthAoiAreaFrac_pct=0
export IMPL_warnings=32
export IMPL_drc=0
export IMPL_cp_max_fo=1
export IMPL_dieWidth_um=80
export IMPL_post_dp_hpwl_um=1010
export IMPL_tightest_slew_ns=0.0543
export IMPL_mux_area_share_pct=0
export IMPL_layout_worst_path_cycle_share_pct=96.6
export IMPL_area_delta_synth_final_pct=135
export IMPL_wl_per_cell_um=9.05
export IMPL_yosys_top_cells_count="buf_4 (16), or2_1 (16)"
export IMPL_final_util_pct=15.2
export IMPL_timing_final_crit_period_ns=0.966
export IMPL_hold_viol_final=0
export IMPL_routabilityCongestion=0.638
export IMPL_crit_path_end_kind="output port"
export IMPL_yosys_warnings=0
export IMPL_rsz0062_at_grt="false"
export IMPL_min_from="b[2]"
export IMPL_vias_per_cell=2.55
export IMPL_grt_pass1_vias=313
export IMPL_grt_pass1_wl_um=1450
export IMPL_hold_class="in -> out"
export IMPL_ant_nets=0
export IMPL_drt_iter0_drc=0
export IMPL_maxSlewViolCount=0
export IMPL_worstSetupStartpoint="a[6]"
worst paths after layout:
kind              endpoint  slack (ns)  depth (start not counted)
setup / recovery    out[6]        0.03                          3
hold / removal      out[2]        0.74                          3
worst max-delay path: stages:
cell and delay [ns]:
dlygate4sd2_1 0.23, or2_1 0.22, buf_2 0.12
per-stage QoR:
step / hold slack, ns / instances / setup slack [ns] / setup TNS [ns] / power (W)
after floorplan: 0.549 / 32 / 0.282 / 0 / 0.0000589
after global placement: 1.39 / 110 / -0.459 / -6.81 / 0.000201
after detailed placement: 1.39 / 110 / -0.462 / -6.91 / 0.000203
after CTS: 0.745 / 110 / 0.0214 / 0 / 0.000126
after global routing: 0.754 / 110 / 0.00304 / 0 / 0.000136
final: 0.740 / 110 / 0.0345 / 0 / 0.000121
cells in the final DEF, fill, tap and decap left out:
cell type / instances
buf_2: 16
dlygate4sd2_1: 32
or2_1: 16
power breakdown:
group / internal, W / total [W] / leakage, nW / switching [W]
combinational: 0.0000976 / 0.000121 / 0.248 / 0.0000233
clock: 0 / 0 / 0 / 0
sequential: 0 / 0 / 0 / 0
total: 0.0000976 / 0.000121 / 0.248 / 0.0000233
repair_timing:
item,in CTS,in global routing
endpoints found under the setup margin,16,0
setup buffers,0,0
gates resized,81,0
routing by layer:
| metal | track usage [%] | up-vias | wire (um) |
|---|---|---|---|
| li1 | - | 144 | - |
| met5 | 0 | - | 0 |
| met2 | 4.65 | 24 | 506 |
| met1 | 2.90 | 112 | 328 |
| met3 | 1.70 | 0 | 161 |
| met4 | 0 | 0 | 0 |
cells by family (layout without fill, tap and decap cells):
kind of cell,Yosys count,after routing
and+or+nand+nor,16,16
buffers and inverters,16,48
layout make-up:
class	instances	area, um2	share of cell area, %
Multi-Input combinational cell	16	100	19.3
Tap cell	46	57.6	11.1
Timing Repair Buffer	48	360	69.6
Power figures rest on the tool's default switching activity, not on a simulated workload.
