File: flow/design.v
module ram(
  input wire clk,
  input wire [15:0] d_in,
  input wire [3:0] address,
  input wire rw,  
  output reg [15:0] d_out
);
  reg [15:0] mem [0:7];
  always @(posedge clk) begin
    if (rw) begin
      mem[address] <= d_in;
    end else begin
      d_out <= mem[address];
    end
  end
endmodule
File: flow/constraint.sdc
current_design ram

set clk_period 4.7
set clk_io_pct 0.2

create_clock -name clk0 -period $clk_period [get_ports {clk}]

set non_clock_inputs [all_inputs -no_clocks]
set_input_delay [expr $clk_period * $clk_io_pct] -clock clk0 $non_clock_inputs
set_output_delay [expr $clk_period * $clk_io_pct] -clock clk0 [all_outputs]
File: flow/run.sh
#!/bin/bash
# OpenROAD 26Q1-2900-gdf79404cd8, Yosys 0.63+post, stock flow scripts
make -C /OpenROAD-flow-scripts/flow DESIGN_CONFIG=/design/flow/config.mk WORK_HOME=/design/flow/orfs finish
File: flow/config.mk
export PLATFORM = sky130hd
export DESIGN_NAME = ram
export DESIGN_NICKNAME = ram
export VERILOG_FILES = /design/flow/design.v
export SDC_FILE = /design/flow/constraint.sdc
export NUM_CORES = 4
export LEC_CHECK = 1
export CORE_UTILIZATION = 30
==> impl_metrics.yaml <==
# yosys + openroad results
floorplanning:
  fp.dieW_um: 137
  core-area_um2: 17500
  ioPinCount: 38
  std_cell_rows: 48
  fp.dieH_um: 137
  floorplan.core_util: 0.311
  dieArea_um2: 18700
routing:
  routed_via_density: 4.69
  diodes: 0
  drc: 0
  dr_total_vias: 2565
  antenna_left: 0
  drt_iter0_drc: 158
  wl_per_cell_um: 18.2
  wirelength_um: 9950
  dr.pass1.iters: 4
place:
  dp_worst_setup_slack_ns: 1.58
  hpwl_um: 5970
  gp_congestion: 0.748
  port_buffers: 36
  dpl_cell_area_um2: 6140
synthesis:
  ys_chip_area_um2: 5450
  syn_area_um2: 5450
  yosys_warnings: 1
  synth_flop_count: 144
  ys_types: 22
  ys_cells: 251
  syn_inst: 251
  synth_seq_share: 0.793
  avgSynthCellArea_um2: 21.7
cts:
  ctsHoldBuffers: 0
  path_clk_slew_ns: 0.06
  cts-htree-levels: 4
  cts_tree: "built"
  cts_buffer_depth: 2
  numClockSinks: 144
  clock_latency_ns: 0.41
  ctsResizeCount: 0
  cts_buffers: 17
  cts_setup_buffers: 0
  cts_root_buf: "clkbuf_16"
final_layout:
  area_growth_pct: 23.9
  lay_top_count: "edfxtp_1"
  fin_area_um2: 6750
  most-common-layout-cells: "edfxtp_1, clkdlybuf4s50_1, mux2_2, clkbuf_16, nand2_1"
  drive_above_1_share: 0.242
critical_path:
  endpoint_kind: "flip-flop"
  cp_data_arrival_time_ns: 2.78
  crit_path_max_fanout: 11
  worstPathRequired_ns: 4.80
  rrSetupSlack_ns: 3.27
  reg2reg_depth: 2
  critPathKind: "input pin to flip-flop"
  startpoint_type: "input pin"
  regToRegStartpoint: "mem[1][9]$_DFFE_PP_"
  r2r-end: "d_out[9]$_DFFE_PN_"
sta:
  layout_setup_ws_ns: 2.02
  worst_pin_slew_ns: 0.700
  fin_skew_ns: 0.00497
  tns_ns: 0
  setup_viol: 0
  drv_slew: 0
  max_clock_freq_mhz: 373
  hold_viol_final: 0
  period_minus_slack_ns: 2.68
  whs_ns: 0.545
  fin_crit_sh: 0.570
  rsz0062_at_grt: "false"
  slew_headroom: 0.531
worst_hold_path:
  hold_path.class: "flip-flop to flip-flop"
  holdPathStages: 2
  hold_start: "mem[4][0]$_DFFE_PP_"
  min_to: "d_out[0]$_DFFE_PN_"
grt:
  grt_pass1_vias: 2745
  grt_usage: 0.123
  grt_start_max_net_pins: 31
  antenna_found_initial: 0
  grt_pass1_wl_um: 15500
  globalRouteOverflowTotal: 0
power:
  ir_worst_vdd_v: 0.000255
  power_density_nw_per_um2: 446
  power.leakage_uw: 0.00222
run_status:
  status: "finished, final reports clean"
run:
  cap_viol_max_count: 0
  warning_count: 26
-- final cells by class --
class	instances	area, um2
Fill cell	1553	10800
Clock buffer	17	425
Timing Repair Buffer	49	453
Multi-Input combinational cell	93	1060
Sequential cell	144	4320
Clock inverter	15	191
Inverter	4	15.0
Tap cell	225	282
-- cell families (layout without fill, tap and decap cells) --
logic type	count (synthesis)	count (layout)	share of synthesized area
buffers and inverters	14	85	0.0135
muxes	44	44	0.144
AOI/OAI and AO/OA	18	18	0.0248
DFF	144	144	0.793
and+or+nand+nor	31	31	0.0246
-- stage by stage --
step           cells  power (uW)  utilization
5_1_grt          547        3110        0.385
3_3_place_gp     515        1660        0.350
4_1_cts          547        3040        0.385
3_5_place_dp     515        1660        0.350
6_report         547        3010        0.385
2_1_floorplan    251        1580            -
-- Yosys cell counts, drive strengths merged --
| cell type | n | area [um2] |
|---|---|---|
| mux4 | 21 | 526 |
| and2 | 1 | 6.26 |
| o21ai | 1 | 5.00 |
| nor3b | 1 | 7.51 |
| a22oi | 9 | 67.6 |
| nor2 | 8 | 30.0 |
| nor2b | 2 | 12.5 |
| o211ai | 4 | 30.0 |
| edfxtp | 144 | 4320 |
| and2b | 1 | 7.51 |
| clkbuf | 3 | 11.3 |
| a221oi | 2 | 17.5 |
| inv | 4 | 15.0 |
| a31oi | 1 | 6.26 |
| nor3 | 2 | 10.0 |
| a32oi | 1 | 8.76 |
| mux2 | 23 | 259 |
| nand2 | 16 | 60.1 |
| buf | 7 | 47.5 |
-- flip-flops by register name, summed over array words and instances (netlist names) --
name	count
d_out	16
mem	128
-- layer usage --
layer / share of wire / track usage / up-vias
met1: 0.38 / 0.161 / 1266
li1: - / - / 1159
met4: 0.013 / 0.0140 / 0
met3: 0.12 / 0.0752 / 10
met2: 0.49 / 0.188 / 130
met5: 0 / 0 / -
-- worst max path at each step --
stage	from	end	slack [ns]	cells past startpoint
after CTS	address[2]	mem[2][14]$_DFFE_PP_	2.01	5
after global routing	address[1]	mem[5][2]$_DFFE_PP_	1.91	6
final	address[2]	mem[2][2]$_DFFE_PP_	2.02	5
-- power breakdown --
group          internal, uW  switching (uW)  leakage, uW
logic                  78.6            73.6     0.000605
clock network           884             497     0.000293
registers              1470            10.3      0.00132
total                  2430             581      0.00222
-- critical path, stage by stage --
cell and delay (ns):
clkdlybuf4s50_1 0.50, inv_1 0.26, nand2_1 0.17, nor2_1 0.54, buf_4 0.36
Power figures rest on the tool's default switching activity, not on a simulated workload.
