File: flow/run.sh
#!/bin/bash
# OpenROAD 26Q1-2900-gdf79404cd8, Yosys 0.63+post, stock flow scripts
make -C /OpenROAD-flow-scripts/flow DESIGN_CONFIG=/design/flow/config.mk WORK_HOME=/design/flow/orfs finish
File: flow/config.mk
export PLATFORM = sky130hd
export DESIGN_NAME = alu
export DESIGN_NICKNAME = alu
export VERILOG_FILES = /design/flow/design.v
export SDC_FILE = /design/flow/constraint.sdc
export NUM_CORES = 4
export LEC_CHECK = 1
export CORE_AREA = 10 10 98 98
export DIE_AREA = 0 0 108 108
File: flow/constraint.sdc
current_design alu

set clk_period 21.5
set clk_io_pct 0.2

create_clock -name clk0 -period $clk_period

set non_clock_inputs [all_inputs -no_clocks]
set_input_delay [expr $clk_period * $clk_io_pct] -clock clk0 $non_clock_inputs
set_output_delay [expr $clk_period * $clk_io_pct] -clock clk0 [all_outputs]
File: flow/design.v
module add_16(
  input wire [15:0] a,
  input wire [15:0] b,
  output wire [15:0] out
);
  wire c0;
  half_adder ha0(a[0], b[0], out[0], c0);
  wire c1;
  full_adder fa0(a[1], b[1], c0, out[1], c1);
  wire c2;
  full_adder fa1(a[2], b[2], c1, out[2], c2);
  wire c3;
  full_adder fa2(a[3], b[3], c2, out[3], c3);
  wire c4;
  full_adder fa3(a[4], b[4], c3, out[4], c4);
  wire c5;
  full_adder fa4(a[5], b[5], c4, out[5], c5);
  wire c6;
  full_adder fa5(a[6], b[6], c5, out[6], c6);
  wire c7;
  full_adder fa6(a[7], b[7], c6, out[7], c7);
  wire c8;
  full_adder fa7(a[8], b[8], c7, out[8], c8);
  wire c9;
  full_adder fa8(a[9], b[9], c8, out[9], c9);
  wire c10;
  full_adder fa9(a[10], b[10], c9, out[10], c10);
  wire c11;
  full_adder fa10(a[11], b[11], c10, out[11], c11);
  wire c12;
  full_adder fa11(a[12], b[12], c11, out[12], c12);
  wire c13;
  full_adder fa12(a[13], b[13], c12, out[13], c13);
  wire c14;
  full_adder fa13(a[14], b[14], c13, out[14], c14);
  wire c15;
  full_adder fa14(a[15], b[15], c14, out[15], c15);
endmodule
module full_adder(
  input wire a,
  input wire b,
  input wire cin,
  output wire sum,
  output wire cout
);
  wire s0;
  wire c0;
  wire c1;
  half_adder ha0(a, b, s0, c0);
  half_adder ha1(s0, cin, sum, c1);
  or_0 or0(c0, c1, cout);
endmodule
module half_adder(
  input wire a,
  input wire b,
  output wire sum,
  output wire carry
);
  xor_0 xor0(a, b, sum);
  and_0 and0(a, b, carry);
endmodule
module alu(
  input wire [15:0] x,
  input wire [15:0] y,
  input wire zx,
  input wire nx,
  input wire zy,
  input wire ny,
  input wire f,
  input wire no,
  output wire [15:0] out,
  output wire zr,
  output wire ng
);
  wire [15:0] zx0;
  wire [15:0] zy0;
  mux_16 mux_z0(x, 16'b0, zx, zx0);
  mux_16 mux_z1(y, 16'b0, zy, zy0);
  wire [15:0] nx0;
  wire [15:0] ny0;
  not_16 n16_0(zx0, nx0);
  not_16 n16_1(zy0, ny0);
  wire [15:0] x0;
  wire [15:0] y0;
  mux_16 mux_n0(zx0, nx0, nx, x0);
  mux_16 mux_n1(zy0, ny0, ny, y0);
  wire [15:0] xy0;
  and_16 and16_0(x0, y0, xy0);
  wire [15:0] xy1;
  add_16 add16(x0, y0, xy1);
  wire [15:0] xy;
  mux_16 mux_f0(xy0, xy1, f, xy);
  wire [15:0] nxy;
  not_16 n16_2(xy, nxy);
  wire [15:0] out0;
  mux_16 mux_n2(xy, nxy, no, out0);
  wire zr0;
  or_16_way or16way(out0, zr0);
  not_0 n0(zr0, zr);
  and_0 a0(out0[15], 1'b1, ng);
  and_16 and16_1(out0, 16'b1111111111111111, out);
endmodule
module and_0(
  input wire a,
  input wire b,
  output wire out
);
  wire out0;
  nand(out0, a, b);
  not_0 n0(out0, out);
endmodule
module and_16(
  input wire [15:0] a,
  input wire [15:0] b,
  output wire [15:0] out
);
  and_0 a0(a[0], b[0], out[0]);
  and_0 a1(a[1], b[1], out[1]);
  and_0 a2(a[2], b[2], out[2]);
  and_0 a3(a[3], b[3], out[3]);
  and_0 a4(a[4], b[4], out[4]);
  and_0 a5(a[5], b[5], out[5]);
  and_0 a6(a[6], b[6], out[6]);
  and_0 a7(a[7], b[7], out[7]);
  and_0 a8(a[8], b[8], out[8]);
  and_0 a9(a[9], b[9], out[9]);
  and_0 a10(a[10], b[10], out[10]);
  and_0 a11(a[11], b[11], out[11]);
  and_0 a12(a[12], b[12], out[12]);
  and_0 a13(a[13], b[13], out[13]);
  and_0 a14(a[14], b[14], out[14]);
  and_0 a15(a[15], b[15], out[15]);
endmodule
module mux_0(
  input wire a,
  input wire b,
  input wire sel,
  output wire out
);
  wire s0;
  wire s1;
  not_0 n0(sel, s0);
  and_0 and0(sel, 1'b1, s1);
  wire exp0;
  wire exp1;
  or_0 or0(s1, a, exp0);
  or_0 or1(s0, b, exp1);
  and_0 and1(exp0, exp1, out);
endmodule
module mux_16(
  input wire [15:0] a,
  input wire [15:0] b,
  input wire sel,
  output wire [15:0] out
);
  mux_0 m0(a[0], b[0], sel, out[0]);
  mux_0 m1(a[1], b[1], sel, out[1]);
  mux_0 m2(a[2], b[2], sel, out[2]);
  mux_0 m3(a[3], b[3], sel, out[3]);
  mux_0 m4(a[4], b[4], sel, out[4]);
  mux_0 m5(a[5], b[5], sel, out[5]);
  mux_0 m6(a[6], b[6], sel, out[6]);
  mux_0 m7(a[7], b[7], sel, out[7]);
  mux_0 m8(a[8], b[8], sel, out[8]);
  mux_0 m9(a[9], b[9], sel, out[9]);
  mux_0 m10(a[10], b[10], sel, out[10]);
  mux_0 m11(a[11], b[11], sel, out[11]);
  mux_0 m12(a[12], b[12], sel, out[12]);
  mux_0 m13(a[13], b[13], sel, out[13]);
  mux_0 m14(a[14], b[14], sel, out[14]);
  mux_0 m15(a[15], b[15], sel, out[15]);
endmodule
module not_0(
  input wire in,
  output wire out
);
  nand(out, in, in);
endmodule
module not_16(
  input wire [15:0] in,
  output wire [15:0] out
);
  not_0 n0(in[0], out[0]);
  not_0 n1(in[1], out[1]);
  not_0 n2(in[2], out[2]);
  not_0 n3(in[3], out[3]);
  not_0 n4(in[4], out[4]);
  not_0 n5(in[5], out[5]);
  not_0 n6(in[6], out[6]);
  not_0 n7(in[7], out[7]);
  not_0 n8(in[8], out[8]);
  not_0 n9(in[9], out[9]);
  not_0 n10(in[10], out[10]);
  not_0 n11(in[11], out[11]);
  not_0 n12(in[12], out[12]);
  not_0 n13(in[13], out[13]);
  not_0 n14(in[14], out[14]);
  not_0 n15(in[15], out[15]);
endmodule
module or_0(
  input wire a,
  input wire b,
  output wire out
);
  wire a0;
  wire b0;
  not_0 n0(a, a0);
  not_0 n1(b, b0);
  wire out0;
  and_0 and0(a0, b0, out0);
  not_0 nout(out0, out);
endmodule
module or_16_way(
  input wire [15:0] a,
  output wire out
);
  wire out0;
  or_0 o0(a[0], a[1], out0);
  wire out1;
  or_0 o1(a[2], out0, out1);
  wire out2;
  or_0 o2(a[3], out1, out2);
  wire out3;
  or_0 o3(a[4], out2, out3);
  wire out4;
  or_0 o4(a[5], out3, out4);
  wire out5;
  or_0 o5(a[6], out4, out5);
  wire out6;
  or_0 o6(a[7], out5, out6);
  wire out7;
  or_0 o7(a[8], out6, out7);
  wire out8;
  or_0 o8(a[9], out7, out8);
  wire out9;
  or_0 o9(a[10], out8, out9);
  wire out10;
  or_0 o10(a[11], out9, out10);
  wire out11;
  or_0 o11(a[12], out10, out11);
  wire out12;
  or_0 o12(a[13], out11, out12);
  wire out13;
  or_0 o13(a[14], out12, out13);
  or_0 o14(a[15], out13, out);
endmodule
module xor_0(
  input wire a,
  input wire b,
  output wire out
);
  wire na;
  wire nb;
  not_0 n0(a, na);
  not_0 n1(b, nb);
  wire exp0;
  wire exp1;
  and_0 and0(na, b, exp0);
  and_0 and1(a, nb, exp1);
  or_0 or0(exp0, exp1, out);
endmodule
==> impl.org <==
#+TITLE: Synthesis and PnR summary

** Global route
- Global-route wire length before repair :: 6.900 mm
- Via count of the first global-routing pass :: 1442
- The initial antenna violation count is 0.
- For this run, the total global-route usage over all layers was measured as 7.194%.
- Overflow left after global routing :: 0
- Largest net degree at the start of global routing :: 35

** Place
- After legalization and detailed placement, the total HPWL measured 3.882 mm.
- Placer's final routability congestion estimate :: 0.8330
- Worst setup timing slack at the placement stage :: 4.811 ns
- The placement report lists the number of port buffers as 56.
- The number of placed instances, taps included, is 324.

** Routing
- Antenna fix cells :: 0
- Post-detailed-route DRC marker count :: 0
- Wire length after detailed routing :: 4.256 mm
- The routed layout has 1265 vias.
- Router iterations before antenna repair :: 4
- Detailed-route iteration 0 reported a violation count of 17.
- The script logs the mean routed wire length per placed instance as 13.14 µm.
- The script logs the ratio of routed vias to standard cells as 3.904.
- Once detail routing completed, the nets flagged for antenna violations numbered 0.

** Worst setup path
- Looking at the critical path, the highest net fanout was 16.
- Counting stages on the worst path, the most repeated cell is fa_1.
- Sort of element at the end of the critical path :: output pin
- Arrival time reported for the critical path endpoint :: 12.28 ns
- STA classifies the critical path startpoint as an input pin.
- Broken down by cell family, the worst path's largest delay share belongs to adder cells.
- The largest individual stage delay along the critical path comes from the cell clkdlybuf4s50_1.
- CP Buf/Inv Count :: 4
- The worst setup path is of the in2out kind.
- Data on the critical path is required at its endpoint by 17.20 ns.
- Slowest Stage Delay on Critical Path :: 0.64 ns

** Yosys
- Chip area line of the yosys report :: 0.001672 mm²
- Dividing the synthesized area by the synthesized cell count gives 8.844 µm².
- Most area-consuming cells after synthesis :: xnor2_1 (25%), fa_1 (17%), nand2b_1 (12%)
- The synthesis stats list as the most numerous cell xnor2_1.
- Counting the warning lines in the Yosys log gives 0.
- The biggest area contributor in the post-synthesis netlist is xnor2_1.
- Number of distinct library cells after synthesis :: 24
- After synthesis, flip-flops and latches occupy 0% of the total area.
- The synth_stat.txt file lists the number of cells as 189.
- Synthesis produced a netlist whose cell count is 189.
- The top cell type by area accounts for 25.15% of the synthesized area.
- Total standard cell area after synthesis :: 0.001672 mm²
- Ranked by instance count, the synthesized netlist is headed by xnor2_1 (48), nand2b_1 (33), mux2i_1 (19).

** Floorplanning
- At the floorplan stage, the core utilization is reported as 21.86%.
- In this run the standard cell core region covers 0.007647 mm².
- Die span in y :: 108 µm
- Top-Level Pins :: 56
- The overall die size recorded for this design is 0.01166 mm².
- The floorplan has 32 rows.
- The floorplan step set the die width to 108 µm.

** Worst hold path
- The number of cells on the worst hold path is listed as 4.
- Class of the most critical hold timing path :: in2out
- For hold timing, the worst endpoint is out[1].
- The worst hold path begins at no.

** Power
- The share of total power dissipated in combinational logic is 100.0%.
- Part of the total power dissipated in sequential elements :: 0%
- The clock network is responsible for 0% of the overall power.
- Per the power-grid run, VDD falls by no more than 0.00001081 V.
- The switching portion of total power comes to 42.11%.
- The internal portion of the total power is 50.62 µW.
- The design draws 87.44 µW.
- Power density over the cells :: 39.46 mW/mm²
- The net switching power in the latest report is 36.82 µW.
- The leakage power in the latest report is 0.8247 nW.

** Final timing
- Final Cycle Share :: 77.14%
- In the final report, the number of hold violations comes to 0.
- Final setup violating endpoints :: 0
- Setup repair after global routing left no endpoint under its margin.
- Minimum clock period :: 16.58 ns
- Final-layout setup total negative slack :: 0 ns
- Post-layout worst setup margin :: 4.916 ns
- The pin closest to its max-slew limit shows a slew of 0.4390 ns.
- Max-slew violation count :: 0
- The slew check shows that the tightest pin keeps a relative margin of 70.64%.
- Fmax :: 60.30 MHz

** Layout
- Clock buffers in the final layout number 0.
- Utilization of the core after routing :: 28.98%
- Area taken by flip-flops and latches :: 0 µm²
- Finished Layout Cells :: 324
- Sequential cells placed in the final layout were counted as 0.
- Cells with a size suffix above 1 make up 2.252% of the layout.
- The layout has 819 filler cells.
- Area growth from synthesis to layout :: 32.56%

** Clocking
- Number of hold buffers added after CTS :: 0
- Post-CTS timing repair inserted 0 buffers for setup.
- The number of gates resized after CTS was 0.

** Job
- In this run the tools logged warnings totalling 46.
- Reported max-cap violation count :: 0

** Outcome
- Result of the run :: finished clean
==> worst max path at each step <==
stage	from	end	slack, ns	depth (start not counted)
6_report	zx	zr	4.92	25
5_1_grt	zx	zr	4.42	25
4_1_cts	zx	zr	4.80	25
==> through the flow <==
stage               hold WS, ns  instance area [µm²]
floorplan                 8.847                 1672
CTS                       9.843                 2216
global route              9.884                 2216
finish                    9.823                 2216
global placement          9.851                 2216
detailed placement        9.845                 2216
==> cells in the final DEF, fill, tap and decap left out, types with 4 or more instances in the layout <==
cell type	n
buf_4	4
clkdlybuf4s50_1	56
fa_1	14
ha_1	16
inv_1	5
mux2i_1	19
nand2b_1	33
nand4_1	4
or4_1	4
xnor2_1	48
==> worst min-delay path, delay by kind of cell <==
| kind | cells | cell delay, ns |
|---|---|---|
| XOR/XNOR | 1 | 0.17 |
| buffers and inverters | 3 | 1.05 |
==> final cells by class <==
cell class | count | area [µm²] | area share [%]
tap | 102 | 127.6 | 5.759
inverter | 5 | 18.77 | 0.8470
timing repair buffer | 60 | 590.6 | 26.65
multi-input combinational | 157 | 1479 | 66.74
==> power by group through the flow <==
| stage | combinational (mW) | sequential, mW | clock, mW |
|---|---|---|---|
| CTS | 0.0898 | 0 | 0 |
| finish | 0.0874 | 0 | 0 |
| global route | 0.0979 | 0 | 0 |
==> kinds of logic after synthesis <==
logic type	count (synthesis)	share of synthesized area, %
compound gates	7	3.218
xor+xnor	49	25.67
mux	19	11.38
buf+inv	32	11.53
simple gates	52	19.46
fa+ha+maj	30	28.74
==> per-layer routing <==
metal  track usage, %  vias up  routed length, µm
li1                 -      666                  -
met1            10.25      556               2086
met2            11.64       41               1891
met3            1.205        2                250
met4           0.5725        0                 28
met5                0        -                  0
No activity file was given, so power comes from the tool's default toggle rates.
